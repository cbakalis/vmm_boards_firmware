`./run.sh`:
```
#!/bin/bash
# OpenROAD 26Q1-2900-gdf79404cd8, Yosys 0.63+post, stock flow scripts
make -C /OpenROAD-flow-scripts/flow DESIGN_CONFIG=/design/flow/config.mk WORK_HOME=/design/flow/orfs finish
```
`./config.mk`:
```
export PLATFORM = sky130hd
export DESIGN_NAME = xadc_read
export DESIGN_NICKNAME = xadc_read
export VERILOG_FILES = /design/flow/design.v
export SDC_FILE = /design/flow/constraint.sdc
export NUM_CORES = 4
export LEC_CHECK = 1
export CORE_UTILIZATION = 40
```
`./constraint.sdc`:
```
current_design xadc_read

set clk_period 4.2
set clk_io_pct 0.2

create_clock -name clk0 -period $clk_period [get_ports {clk125}]

set non_clock_inputs [all_inputs -no_clocks]
set_input_delay [expr $clk_period * $clk_io_pct] -clock clk0 $non_clock_inputs
set_output_delay [expr $clk_period * $clk_io_pct] -clock clk0 [all_outputs]
```
`./design.v`:
```
`timescale 1ns / 1ps
module xadc_read
(
    input           clk125,
    input           rst,
    input           start,
    input   [4:0]   ch_sel,
    input           busy_xadc,
    input           drdy,
    input   [4:0]   channel,
    input   [15:0]  do_out,
    input           eoc,
    input           eos,
    output          done,
    output  [11:0]  result,
    output          convst,
    output  [6:0]   daddr,
    output          den,
    output          dwe,
    output  [15:0]  di,
    output          rst_xadc,
    output  [3:0]   mux_select
);
wire [1:0]      rw;  
wire [6:0]      drp_addr;
wire            drp_done;
reg [3:0]       st_drp;
reg [3:0]       st;
reg             drp_done_r;
reg             den_r;
reg             dwe_r;
reg [6:0]       daddr_r;
reg [1:0]       rw_r;
reg [6:0]       drp_addr_r;
reg [15:0]      drp_data_out_r;
reg [15:0]      drp_data_in_r;
reg [15:0]      di_r;
reg [15:0]      config_reg_r;
reg             convst_r;
reg             done_r;
reg [11:0] result_r;
reg         first;
reg [5:0]   cnt_delay;
reg         rst_xadc_r;
reg [4:0]   config_in_r;
reg [4:0]   input_select_r;
reg [3:0]   mux_select_r;
parameter idle = 4'b0, st1 = 4'b1, st2 = 4'b10, st3 = 4'b11, st4 = 4'b100, st5 = 4'b101, st6 = 4'b110, st7 = 4'b111;
parameter st8 = 4'b1000, st9 = 4'b1001, st10 = 4'b1010, st11 = 4'b1011, st12 = 4'b1100, st13 = 4'b1101;
parameter st14 = 4'b1110, st15 = 4'b1111;
assign den = den_r;
assign dwe = dwe_r;
assign daddr = daddr_r;
assign drp_done = drp_done_r;
assign rw = rw_r;
assign drp_addr = drp_addr_r;
assign di = di_r;
assign convst = convst_r;
assign done = done_r;
assign result = result_r;
assign rst_xadc = rst_xadc_r;
assign mux_select = mux_select_r;
always @(posedge clk125)
begin
    if (start == 1'b1)
        config_in_r <= ch_sel;
    else
        config_in_r <= config_in_r;
end
always @(config_in_r)
begin
    case (config_in_r)
        5'b00000 : begin input_select_r <= 5'h18; mux_select_r <= 4'b1000; end  
        5'b00001 : begin input_select_r <= 5'h11; mux_select_r <= 4'b1000; end  
        5'b00010 : begin input_select_r <= 5'h12; mux_select_r <= 4'b1000; end  
        5'b00011 : begin input_select_r <= 5'h13; mux_select_r <= 4'b1000; end  
        5'b00100 : begin input_select_r <= 5'h18; mux_select_r <= 4'b1000; end  
        5'b00101 : begin input_select_r <= 5'h19; mux_select_r <= 4'b1000; end  
        5'b00110 : begin input_select_r <= 5'h1a; mux_select_r <= 4'b1000; end  
        5'b00111 : begin input_select_r <= 5'h1b; mux_select_r <= 4'b1000; end  
        5'b10000 : begin input_select_r <= 5'h03; mux_select_r <= 4'b0000; end  
        5'b10001 : begin input_select_r <= 5'h03; mux_select_r <= 4'b0001; end  
        5'b10010 : begin input_select_r <= 5'h03; mux_select_r <= 4'b0010; end  
        5'b10011 : begin input_select_r <= 5'h03; mux_select_r <= 4'b0011; end  
        5'b10100 : begin input_select_r <= 5'h03; mux_select_r <= 4'b0100; end  
        5'b10101 : begin input_select_r <= 5'h03; mux_select_r <= 4'b0101; end  
        5'b10110 : begin input_select_r <= 5'h03; mux_select_r <= 4'b0110; end  
        5'b10111 : begin input_select_r <= 5'h03; mux_select_r <= 4'b0111; end  
        5'b11000 : begin input_select_r <= 5'h03; mux_select_r <= 4'b1000; end  
        5'b11001 : begin input_select_r <= 5'h03; mux_select_r <= 4'b1001; end  
        5'b11010 : begin input_select_r <= 5'h03; mux_select_r <= 4'b1010; end  
        5'b11011 : begin input_select_r <= 5'h03; mux_select_r <= 4'b1011; end  
        5'b11100 : begin input_select_r <= 5'h03; mux_select_r <= 4'b1100; end  
        5'b11101 : begin input_select_r <= 5'h03; mux_select_r <= 4'b1101; end  
        5'b11110 : begin input_select_r <= 5'h03; mux_select_r <= 4'b1110; end  
        5'b11111 : begin input_select_r <= 5'h03; mux_select_r <= 4'b1111; end  
        default : begin input_select_r <= 5'h03; mux_select_r <= 4'b1111; end  
    endcase
end
always @(posedge clk125)
begin
    if (rst)
        begin
            st <= idle;
            done_r <= 1'b0;
            first <= 1'b0;
            cnt_delay <= 6'b0;
        end
    else if (1'b1)
    begin
    case (st)
        idle :
            begin
                done_r <= 1'b0;
                if (start == 1'b1)  
                    begin
                        if (first == 1'b1)  
                            begin
                                st <= st4;
                                rw_r <= 2'b01;  
                                drp_addr_r <= 7'h40;  
                            end
                        else  
                            begin
                                st <= st1;
                                rw_r <= 2'b01;  
                                drp_addr_r <= 7'h41;  
                            end
                    end
                else
                    st <= idle;
            end
        st1 :  
            begin
                rw_r <= 2'b0;
                if (drp_done == 1'b1)
                    begin
                        config_reg_r <= drp_data_out_r;  
                        st <= st2;
                    end
                else
                    st <= st1;
            end
        st2 :  
            begin
                rw_r <= 2'b10;  
                drp_addr_r <= 7'h41;  
                drp_data_in_r <= {4'b0011, config_reg_r[11:0]};  
                st <= st3;
            end
        st3 :  
            begin
                rw_r <= 2'b0;
                if (drp_done == 1'b1)
                    begin
                        first <= 1'b1;
                        st <= st4;
                    end
                else
                    st <= st3;
            end
        st4 :  
            begin
                if (busy_xadc == 1'b0)
                    begin
                        rw_r <= 2'b01;  
                        drp_addr_r <= 7'h40;  
                        st <= st5;
                    end
                else
                    st <= st4;
            end
        st5 :  
            begin
                rw_r <= 2'b0;
                if (drp_done == 1'b1)
                    begin
                        config_reg_r <= drp_data_out_r;  
                        st <= st6;
                    end
                else
                    st <= st5;
            end
        st6 :  
            begin
                rw_r <= 2'b10;  
                drp_addr_r <= 7'h40;
                drp_data_in_r <= {config_reg_r[15:5], input_select_r};
                st <= st7;
            end
        st7 :  
            begin
                rw_r <= 2'b0;
                if (drp_done == 1'b1)
                    begin
                        st <= st15;
                    end
                else
                    st <= st7;
            end
        st8 :  
            begin
                if (busy_xadc == 1'b0)
                    begin
                        convst_r <= 1'b1;  
                        st <= st9;
                    end
                else
                    st <= st8;
            end
        st9 :  
            begin
                convst_r <= 1'b0;
                if (eoc == 1'b1)  
                    begin
                        if (channel != input_select_r)  
                            st <= st8;
                        else
                            begin
                                drp_addr_r <= {2'b0, input_select_r};
                                rw_r <= 2'b01;  
                                st <= st10;
                            end
                    end
                else
                    st <= st9;
            end
        st10 :  
            begin
                rw_r <= 2'b0;
                if (drp_done == 1'b1)
                    begin
                        result_r <= drp_data_out_r[15:4];  
                        st <= st11;
                    end
                else
                    st <= st10;
            end
        st11 :  
            begin
                if (start == 1'b0)
                    begin
                        st <= idle;
                        done_r <= 1'b1;
                    end
                else
                    st <= st11;
            end
        st15 :  
            begin
                if (busy_xadc == 1'b0)
                    begin
                        if (cnt_delay == 6'b111111)
                            st <= st8;
                        else
                            st <= st15;
                        cnt_delay <= cnt_delay + 1'b1;
                    end
            end
    default :
        st <= idle;
    endcase
    end
end
always @(posedge clk125)
begin
    if (rst)
        begin
            st_drp <= idle;
            drp_done_r <= 1'b0;
        end
    else if (1'b1)
        begin
        case (st_drp)
            idle :
                begin
                    if (rw == 2'b01)  
                        begin
                            drp_done_r <= 1'b0;
                            daddr_r <= drp_addr;
                            den_r <= 1'b1;
                            st_drp <= st1;
                        end
                    else if (rw == 2'b10)  
                        begin
                            drp_done_r <= 1'b0;
                            daddr_r <= drp_addr;
                            den_r <= 1'b1;
                            dwe_r <= 1'b1;
                            di_r <= drp_data_in_r;
                            st_drp <= st2;
                        end
                    else
                        begin
                            drp_done_r <= 1'b0;
                            st_drp <= idle;
                        end
                end
            st1 :
                begin
                    den_r <= 1'b0;
                    if (drdy == 1'b1)  
                        begin
                            drp_data_out_r <= do_out;
                            drp_done_r <= 1'b1;
                            st_drp <= idle;
                        end
                    else
                        st_drp <= st1;
                end
            st2 :
                begin
                    den_r <= 1'b0;
                    dwe_r <= 1'b0;
                    if (drdy == 1'b1)  
                        begin
                            drp_done_r <= 1'b1;
                            st_drp <= idle;
                        end
                    else
                        st_drp <= st2;
                end
        default :
            st_drp <= idle;
        endcase
        end
end
endmodule
```
==> GITHUB_STEP_SUMMARY <==
## PnR job results

| Metric | Value |
|---|---|
| Outcome | `completed` |
| Pwr/cell area | `approximately 500 nW/um2` |
| Tool Warnings | `26` |
| Worst-Margin Slew | `around 800 ps` |
| Hold Buf Count CTS | `0` |
| # DRC | `0` |
| First-pass GRT wire length | `around 11,000 um` |
| CTS buffer count | `17` |
| CP Class | `in2reg` |
| Placed insts | `around 490` |
| Initial antenna violation count | `0` |
| Clk buf depth | `2` |
| Vias per cell | `between 4 and 5` |
| Setup bufs post-CTS | `0` |
| Tightest Hold Check Type | `reg2reg` |
| Post-synth ARST share | `0%` |
| Clock Tree Root | `clkbuf_8` |
| Mean Syn Cell Area | `roughly 16 um2` |
| Number of global-route vias before repair | `approximately 2,200` |
| Area leader share | `approximately 63%` |
| Crit path arrival time | `roughly 2700 ps` |
| Unrepaired setup endpoints after global routing | `no` |
| Req. time, crit path | `~4300 ps` |
| Crit path max fanout | `21` |
| Hpwl dp | `roughly 4700 um` |
| Routed len/inst | `roughly 13 um` |
| FP Util | `around 41%` |
| Post-synth seq share | `around four fifths` |
| Registers, synthesis | `about 130` |
| Critical Path Sink Type | `flop` |
| Finished Layout Cells | `around 520` |
| Ys Warns | `2` |
| ANT nets after route | `0` |
| Worst-path clk slew | `~60 ps` |
| Pin count of the biggest net entering global routing | `31` |
| Final Max Tran Viols | `0` |
| Cell Rows | `38` |
| Clock Skew | `between 6 and 7 ps` |
| GRT Total Usage | `a little over an eighth` |
| CTS tree | `built` |
| Slew headroom | `between 40% and 50%` |
| Synth cell types | `about 46` |
| PortBufs | `roughly 70` |
| CTS HTree Levels | `4` |
| Yosys cell count | `about 290` |
| Final hold violation count | `0` |
| DR pass1 iterations | `4` |
| Fin crit period | `between 2000 and 3000 ps` |
| Max IR drop VDD | `roughly 0.23 mV` |
| Final setup vio count | `0` |
| Layout cell share with drive strength beyond 1 | `between 10 and 15%` |
| Antenna diode count | `0` |
| Leak | `around 2 nW` |
| Die ar. | `~12,000 um2` |
| Sum Neg Setup Slack | `0 ps` |
| Core area | `between 10,000 and 15,000 um2` |
| Overflow after GRT | `0` |
| Starting DRT DRC Count | `about 160` |
| Late-Pin Clk Latency | `500 ps` |
| Period utilization | `around three fifths` |
| Drt total wl | `7049 um` |
| Ys flop type | `edfxtp_1` |
| EDFF count, synth | `about 94` |
| Synth-to-Final Area Change | `32.55%` |
| I/O pin total | `slightly below 80` |
| Die width | `approximately 110 um` |
| Main area contributors | `edfxtp_1 63%, dfxtp_1 16%, nor2_1 2.1%` |
| Startpoint Class | `input port` |
| Die height | `between 100 and 150 um` |
| Synth Cell Area | `4459 um2` |
| Post-synth top area cell | `edfxtp_1` |
| Upper clock frequency limit | `385.4 MHz` |
| Detailed-route via count | `roughly 2,400` |
| Post-synth area from yosys stat | `4459 um2` |
| Cells after synthesis | `285` |
| Post-CTS sizing | `0` |
| Clock Sinks | `approximately 130` |
| Max-cap violation count | `0` |
| GPL Wtd Cong | `just over 0.8` |
==> flip-flops by register name (all words and copies together), names as in the netlist <==
name,flops
den_r,1
drp_data_out_r,16
di_r,16
done_r,1
daddr_r,5
drp_addr_r,5
st_drp,3
rw_r,2
mux_select,4
cnt_delay,6
dwe_r,1
convst_r,1
drp_done_r,1
drp_data_in_r,16
st,13
result_r,12
first,1
config_reg_r,16
config_in_r,5
input_select_r,4
==> report_power, final <==
group          total, mW  internal, mW  switching (mW)
Sequential          1.42          1.39          0.0236
Combinational      0.106        0.0625          0.0438
Clock               1.36         0.801           0.559
Total               2.88          2.26           0.626
==> layout make-up <==
class | instances | area (um2)
clock buffer | 17 | 414.1
clock inverter | 15 | 148.9
fill | 856 | 4930
inverter | 6 | 22.52
multi-input combinational | 141 | 883.3
sequential | 129 | 3523
tap | 140 | 175.2
timing repair buffer | 75 | 743.2
==> cell usage after synthesis (2+ instances only) <==
library cell and n:
inv_1 6, mux2_2 4, nand3_1 4, buf_4 3
a221oi_1 4, nand2_1 10, xor2_1 4, nor2b_1 6
o21ai_0 9, clkbuf_1 7, and2_1 6, nand4_1 3
and3_1 6, edfxtp_1 94, nand2b_1 10, or2_2 2
a21oi_1 13, dfxtp_1 35, or4_1 2, xnor2_1 5
nor3_1 3, nor2_1 25
==> stage by stage <==
| step | worst slack (ps) | utilization [%] | power (mW) | area (um2) | hold WS [ps] |
|---|---|---|---|---|---|
| CTS | 1646 | 54.52 | 2.912 | 5911 | 416.8 |
| floorplan | 994.3 | - | 1.481 | 4467 | 400.3 |
| global route | 1455 | 54.52 | 2.984 | 5911 | 421.9 |
| finish | 1605 | 54.52 | 2.882 | 5911 | 415.5 |
| global placement | 1161 | 49.33 | 1.547 | 5348 | 402.6 |
| detailed placement | 1122 | 49.33 | 1.549 | 5348 | 404.5 |
==> critical path: stages <==
cell and delay (ps):
clkdlybuf4s50_1 960, o2111ai_1 270, a221oi_1 650
==> routing by layer <==
| layer | part of all wire (%) | global-route usage [%] | vias up |
|---|---|---|---|
| li1 | - | - | 1223 |
| met1 | 50 | 25.29 | 1104 |
| met2 | 42 | 18.18 | 82 |
| met3 | 6.9 | 4.383 | 6 |
| met4 | 1.3 | 1.663 | 0 |
| met5 | 0 | 0 | - |
==> cell families after synthesis <==
logic type | count (synthesis) | share of synthesized area, %
buffers and inverters | 17 | 1.683
multiplexers | 5 | 1.235
AND/OR/NAND/NOR | 83 | 9.905
XOR/XNOR | 9 | 1.768
other | 1 | 0.08409
AND-OR/OR-AND | 40 | 6.033
flip-flops | 129 | 79.01
adder cells (fa/ha/maj) | 1 | 0.2805
==> path summary, 6_finish.rpt <==
kind / startpoint / to / slack (ps) / cells past startpoint
setup / recovery: start / drp_addr_r[3]$_DFFE_PP_ / 1610 / 3
hold / removal: drp_data_in_r[1]$_DFFE_PP_ / di_r[1]$_DFFE_PP_ / 420 / 0
setup reg to reg: input_select_r[1]$_SDFF_PP1_ / drp_addr_r[3]$_DFFE_PP_ / 2070 / 4
hold reg to reg: drp_data_in_r[1]$_DFFE_PP_ / di_r[1]$_DFFE_PP_ / 420 / 0
==> placed cells by master (no fill, tap or decap), drive strengths merged, types with 4 or more instances in the layout <==
master,netlist,final
xnor2,5,5
nand2b,10,10
inv,6,14
mux2,4,4
and3,6,6
clkbuf,7,17
a221oi,4,4
o21ai,9,9
nand3,4,4
nor2b,6,6
dfxtp,35,35
nand2,10,10
edfxtp,94,94
a21oi,13,13
xor2,4,4
clkdlybuf4s50,0,72
and2,6,6
nor2,25,25
Power is estimated from default activity; no workload was simulated.
